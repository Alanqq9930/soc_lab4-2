## config.mk

```make
export PLATFORM = sky130hd
export DESIGN_NAME = bram
export DESIGN_NICKNAME = bram
export VERILOG_FILES = /design/flow/design.v
export SDC_FILE = /design/flow/constraint.sdc
export NUM_CORES = 4
export LEC_CHECK = 1
export CORE_UTILIZATION = 50
```

## constraint.sdc

```tcl
current_design bram

set clk_period 61.7
set clk_io_pct 0.2

create_clock -name clk0 -period $clk_period [get_ports {CLK}]

set non_clock_inputs [all_inputs -no_clocks]
set_input_delay [expr $clk_period * $clk_io_pct] -clock clk0 $non_clock_inputs
set_output_delay [expr $clk_period * $clk_io_pct] -clock clk0 [all_outputs]
```

## design.v

```verilog
`default_nettype none
module bram(
    CLK,
    WE0,
    EN0,
    Di0,
    Do0,
    A0
);
    input   wire            CLK;
    input   wire    [3:0]   WE0;
    input   wire            EN0;
    input   wire    [31:0]  Di0;
    output  reg     [31:0]  Do0;
    input   wire    [31:0]   A0;
    parameter N = 7;
    (* ram_style = "block" *) reg [31:0] RAM[0:2**N-1];
    always @(posedge CLK)
        if(EN0) begin
            Do0 <= RAM[A0[N-1:0]];
            if(WE0[0]) RAM[A0[N-1:0]][7:0] <= Di0[7:0];
            if(WE0[1]) RAM[A0[N-1:0]][15:8] <= Di0[15:8];
            if(WE0[2]) RAM[A0[N-1:0]][23:16] <= Di0[23:16];
            if(WE0[3]) RAM[A0[N-1:0]][31:24] <= Di0[31:24];
        end
        else
            Do0 <= 32'b0;
endmodule
```

## run.sh

```bash
#!/bin/bash
# OpenROAD 26Q1-2900-gdf79404cd8, Yosys 0.63+post, stock flow scripts
make -C /OpenROAD-flow-scripts/flow DESIGN_CONFIG=/design/flow/config.mk WORK_HOME=/design/flow/orfs finish
```

==> run notes <==
flow finished, numbers: result of the run finished clean, crit path DAT 18.00 ns, Pwr Density 33.10 mW/mm^2, CTS tree yes, area figure in the yosys stat output 0.1585 mm^2, drt pass-1 iters 6, Req. time, crit path 62.48 ns, RSZ-0062 raised after global routing false, Die Width 565.1 um, R2R setup slack 58.39 ns, Final WS setup 44.48 ns, Unique cell types 75, XOR/XNOR Area Share 0%, cells in synth_stat.txt 9577, vias in the first global route 99.50k, cycle use final 27.91%, Slew Limit Headroom 2.629%, Post-Synth Adder-Cell Area 0%, clk_skew 0.05757 ns, AND/OR/NAND/NOR Cells, Area Fraction 3.335%, sw frac 22.61%, worst-path cell chain buf_8, buf_4, buf_4, nor2_4, buf_4, buf_12, buf_4, a221oi_1, nor2_1, a2111oi_2, o22ai_1, o31ai_1, o311ai_1, via count 95.15k, Post-CTS Resized 0, critical-path maximum fanout 62, CTS H-tree lvls 5, Setup crit end kind register, DRT Wirelength 531300 um, power share of the clock group 41.5%, combinational share of power 6.0%, yosys aoi share 12.73%, CTS buffer count 419, clk slew on worst S/H paths 0.06 ns, starting density of the core 50.30%, setup TNS 0 ns, first-pass GRT wire length 741600 um, P&R area growth vs syn 12.31%, Post-synth regs 4128, clk buf depth 4, Chip Area 0.3194 mm^2, Int Pwr 4.562 mW, Peak Freq 0.05807 GHz, CTS Hold Buffers Added 0, crit path buf inv count 6, DIE HEIGHT 565.1 um, actual slew at the worst max-slew pin 1.455 ns, gr usage total 37.59%, worst-skew pair later-pin latency 0.97 ns, Crit Path Category in2reg, largest net degree at the start of global routing 88, vias per cell 6.649, average instance area after synthesis 16.56 um^2, Detailed Route Iter0 Violations 7241, Final Setup Violations 0, Largest delay share family, worst path buffers and inverters, ys async rst share 0%, min cycle time layout 17.22 ns, Synth Seq Share 77.98%, Antenna Nets Post-Route 0, placeable core area 0.3152 mm^2, Post-synth EDFFs 4096, ys flop type edfxtp_1, Synth Warn # 1, Final Hold Viols 0, Static Leak 55.59 nW, Setup WS pre-CTS 43.61 ns, Root Buffer clkbuf_16, IO buf count 76, DRC 0, Hold Path Class reg2reg, Netlist Area Pre-Place 0.1585 mm^2, Final Wtd Congestion 0.9353, Top cell excl fill/tap edfxtp_1, Tool Warnings 52, # rows 206, initial antenna violation count 55, kind of start point of the critical path input port, num ports 102, MUX share of area 3.711%, Overflow after GRT 0, share of cells above drive strength 1 12.93%, max_cap viols 0, Crit path largest cell delay 0.78 ns, peak supply drop 0.00002922 V, crit path max-delay cell type o31ai_1, Pins Over Slew Limit 0, cell mode on critical path buf_4, Detailed Place HPWL 322000 um, clk sinks 4128, Net Switching 1.332 mW, Reg power frac 52.6%, detail-routed net length per standard cell 37.13 um, Syn Inst Count 9577, comb area leader AND-OR/OR-AND gates, dominant logic cell types in the final layout 4096 x edfxtp_1, 795 x nor2_1, 614 x a21oi_1, post-CTS setup buffer count 0
## Yosys cell counts (all sizes together), types with 11 or more instances
library cell  instances  area, um^2
nand2               301        1130
mux2                144        1633
nor4                 19       118.9
nor2                803        3017
a31oi                22       137.6
a221oi              609        5371
o21ai               339        1697
a22oi               535        4016
nor3                 35       180.2
a222oi               21       210.2
mux2i               355        3553
a221o               127        1271
mux4                 31       698.2
a22o                 32       280.3
clkbuf              374        1405
nor2b                30       187.7
o221ai               28       245.2
a21oi               614        3073
nand2b               18       112.6
o2bb2ai              16       140.1
edfxtp             4096      123000
o22ai               274        1714
o31ai                27       202.7
nand3                15       75.07
a211oi               75       563.0
dfxtp                32       640.6
o22a                 34       297.8
buf                 400        2131
a2111oi              19       197.7
o41a                 11       123.9
o2111ai              12       105.1
## layout make-up
| type | instances | area [um^2] |
|---|---|---|
| fill | 23120 | 137200 |
| multi-input combinational | 4669 | 31650 |
| antenna | 59 | 147.6 |
| tap | 4160 | 5205 |
| sequential | 4128 | 123600 |
| inverter | 6 | 42.54 |
| clock inverter | 232 | 2036 |
| timing repair buffer | 523 | 4159 |
| clock buffer | 533 | 11180 |
## cells by family after synthesis
| group | Yosys count |
|---|---|
| flip-flops | 4128 |
| AND-OR/OR-AND | 2859 |
| AND/OR/NAND/NOR | 1280 |
| buffers and inverters | 780 |
| multiplexers | 530 |
## routing by layer
layer	track usage (%)	part of all wire [%]
met5	4.345	0.37
met4	17.10	6.1
met3	33.03	20
met2	49.89	44
met1	42.97	30
## final timing paths
check	startpoint	endpoint	cells after the start
min reg2reg	RAM[109][18]	Do0[18]	4
max	A0[2]	Do0[20]	13
max reg2reg	RAM[118][30]	Do0[30]	8
min	RAM[109][18]	Do0[18]	4
## through the flow
stage	total power [mW]	area, um^2	std cells	util [%]	hold slack (ns)
after CTS	5.900	177900	14250	56.44	0.7979
after detailed placement	3.497	164700	13490	52.25	0.7719
after floorplan	3.304	158600	9577	-	0.6255
after global placement	3.494	164700	13490	52.25	0.7921
final	5.894	178100	14310	56.49	0.7925
after global routing	6.034	178000	14280	56.46	0.8435
## flip-flops by register name, indices dropped and copies added, names as in the netlist
name,count
Do0,32
RAM,4096
## worst register-to-register path, delay by kind of cell, from the launching register on
| kind | cells | cell delay [ns] |
|---|---|---|
| AND-OR/OR-AND | 4 | 1.27 |
| buffers and inverters | 1 | 0.21 |
| flip-flops | 1 | 0.36 |
| multiplexers | 1 | 0.27 |
| AND/OR/NAND/NOR | 2 | 0.93 |
## power groups by stage
stage,combinational (mW),sequential (mW),clock (mW)
after CTS,0.342,3.10,2.46
after global routing,0.367,3.10,2.57
final,0.352,3.10,2.44
Power is estimated from default activity; no workload was simulated.
